### /design/flow/design.v
module CU(clk, rst, load, muxsel, cmp0, cmp1, shift_direction, Tshift_amount, shift_amount, ALUop, out_enable);
input [2: 0] cmp0, cmp1;
input clk, rst;
output reg [3: 0] ALUop;
output reg [2: 0] Tshift_amount, shift_amount;
output reg load, muxsel, out_enable, shift_direction;
reg [1: 0] PS, NS;
parameter S0 = 2'b00, S1 = 2'b01, S2 = 2'b10;
always @(posedge clk or negedge rst) begin
    if(!rst)
        PS <= S0;
    else
        PS <= NS;
end
always @(PS or cmp0 or cmp1) begin
    case (PS)
        S0: begin
            load <= 1'b1;
            shift_direction <= 1'b0;
            Tshift_amount <= 3'b000;
            out_enable <= 1'b0;
            if(cmp0 == 3'b000) begin
                muxsel <= 1'b1;
                ALUop <= 4'b0010;
                shift_amount <= 3'b000;
            end
            else if(cmp0 == 3'b001) begin
                muxsel <= 1'b0;
                ALUop <= 4'b0010;
                shift_amount <= 3'b000;
            end
            else if(cmp0 == 3'b010) begin
                muxsel <= 1'b0;
                ALUop <= 4'b0010;
                shift_amount <= 3'b001;
            end
            else if(cmp0 == 3'b011) begin
                muxsel <= 1'b0;
                ALUop <= 4'b0101;
                shift_amount <= 3'b001;
            end
            else if(cmp0 == 3'b100) begin
                muxsel <= 1'b0;
                ALUop <= 4'b0101;
                shift_amount <= 3'b000;
            end
            NS <= S1;
        end
        S1: begin
            load <= 1'b1;
            shift_direction <= 1'b0;
            shift_amount <= 3'b000;
            out_enable <= 1'b0;
            if(cmp1 == 3'b000) begin
                muxsel <= 1'b1;
                ALUop <= 4'b0010;
                Tshift_amount <= 3'b010;
            end
            else if(cmp1 == 3'b001) begin
                muxsel <= 1'b0;
                ALUop <= 4'b0010;
                Tshift_amount <= 3'b010;
            end
            else if(cmp1 == 3'b010) begin
                muxsel <= 1'b0;
                ALUop <= 4'b0010;
                Tshift_amount <= 3'b011;
            end
            else if(cmp1 == 3'b011) begin
                muxsel <= 1'b0;
                ALUop <= 4'b0101;
                Tshift_amount <= 3'b011;
            end
            else if(cmp1 == 3'b100) begin
                muxsel <= 1'b0;
                ALUop <= 4'b0101;
                Tshift_amount <= 3'b010;
            end
            NS <= S2;
        end
        S2: begin
            load <= 1'b0;
            muxsel <= 1'b0;
            out_enable <= 1'b1;
            shift_direction <= 1'b0;
            ALUop <= 4'b0000;
            Tshift_amount <= 3'b000;
            shift_amount <= 3'b000;
            NS <= S2;
        end
    endcase
end
endmodule
module DP(clk, rst, load, muxsel, multiplicand, multiplier, product, cmp0, cmp1, out_enable, ALUop, shift_direction, Tshift_amount, shift_amount, Cout);
input signed [7: 0] multiplicand;
input [3: 0] multiplier;
input [3: 0] ALUop;
input [2: 0] Tshift_amount, shift_amount;
input clk, rst, load, muxsel, out_enable, shift_direction;
output [7: 0] product;
output [2: 0] cmp0, cmp1;
output Cout;
wire [7: 0] fromP,  to_A, to_ALU_A, fromALU;
comparator compare0({multiplier[1:0],1'b0}, cmp0);
comparator compare1(multiplier[3:1], cmp1);
mux8 mux (multiplicand, 8'b0, muxsel, to_A);
shifter Tshift (to_A, Tshift_amount, shift_direction, to_ALU_A);
alu alu1(fromP, to_ALU_A, ALUop, shift_amount, shift_direction, fromALU, Cout);
assign product = (out_enable)? fromALU : 8'bZ;
register #(8) regP(clk, rst, load, fromALU, fromP);
endmodule
module adder_subtractor(X, Y, S, Cout, G);
input [7: 0] X, Y;
input [2: 0] S;
output [7: 0] G;
output Cout;
wire [7: 0] to_A, Y_and_S1, Y_inv_and_S2;
wire [6: 0] c;
assign to_A[7] = (Y[7] & S[1]) | ((~Y[7]) & S[2]);
assign to_A[6] = (Y[6] & S[1]) | ((~Y[6]) & S[2]);
assign to_A[5] = (Y[5] & S[1]) | ((~Y[5]) & S[2]);
assign to_A[4] = (Y[4] & S[1]) | ((~Y[4]) & S[2]);
assign to_A[3] = (Y[3] & S[1]) | ((~Y[3]) & S[2]);
assign to_A[2] = (Y[2] & S[1]) | ((~Y[2]) & S[2]);
assign to_A[1] = (Y[1] & S[1]) | ((~Y[1]) & S[2]);
assign to_A[0] = (Y[0] & S[1]) | ((~Y[0]) & S[2]);
fulladder fulladder0(to_A[0], X[0], S[0], c[0], G[0]);
fulladder fulladder1(to_A[1], X[1], c[0], c[1], G[1]);
fulladder fulladder2(to_A[2], X[2], c[1], c[2], G[2]);
fulladder fulladder3(to_A[3], X[3], c[2], c[3], G[3]);
fulladder fulladder4(to_A[4], X[4], c[3], c[4], G[4]);
fulladder fulladder5(to_A[5], X[5], c[4], c[5], G[5]);
fulladder fulladder6(to_A[6], X[6], c[5], c[6], G[6]);
fulladder fulladder7(to_A[7], X[7], c[6], Cout, G[7]);
endmodule
module alu(X, Y, S, shift_amount, shift_direction, Outp, Cout);
input [7: 0] X, Y;
input [3: 0] S;
input [2: 0] shift_amount;
input shift_direction;
output [7: 0] Outp;
output Cout;
wire [7: 0] fromAU, fromLU, fromM;
arithmetic_unit AU(Y, X, S[2: 0], fromAU, Cout);
logic_unit LU(X, Y, S[1: 0], fromLU);
mux8 mux(fromAU, fromLU, S[3], fromM);
shifter shift(fromM, shift_amount, shift_direction, Outp);
endmodule
module arithmetic_unit(A, B, S, Outp, Cout);
input [7: 0] A, B;
input [2: 0] S;
output [7: 0] Outp;
output Cout;
adder_subtractor add_sub(B, A, S, Cout, Outp);
endmodule
module comparator(X, Y);
input [2: 0] X;
output [2: 0] Y;
assign Y = (X == 3'b000 | X == 3'b111)? 3'b000:  
            (X == 3'b001 | X == 3'b010)? 3'b001:  
            (X == 3'b011)? 3'b010:  
            (X == 3'b100)? 3'b011:  
            3'b100;  
endmodule
module fulladder(A, B, CI, CO, S);
input A, B, CI;
output CO, S;
assign {CO, S} = A + B + CI;
endmodule
module logic_u(X, Y, S, Q);
input [1: 0] S;
input X, Y;
output Q;
assign Q = (S == 2'b00)? X & Y:
            (S == 2'b01)? X | Y:
            (S == 2'b10)? X ^ Y:
            ~X;
endmodule
module logic_unit(X, Y, S, Q);
input [1: 0] S;
input [7: 0] X, Y;
output [7: 0] Q;
logic_u l7(X[7], Y[7], S, Q[7]);
logic_u l6(X[6], Y[6], S, Q[6]);
logic_u l5(X[5], Y[5], S, Q[5]);
logic_u l4(X[4], Y[4], S, Q[4]);
logic_u l3(X[3], Y[3], S, Q[3]);
logic_u l2(X[2], Y[2], S, Q[2]);
logic_u l1(X[1], Y[1], S, Q[1]);
logic_u l0(X[0], Y[0], S, Q[0]);
endmodule
module mux8(A, B, sel, outp);
input [7: 0] A, B;
input sel;
output [7: 0] outp;
assign outp  = (~sel) ? A : B;
endmodule
module register(clk, rst, load, D, Q);
parameter N= 4;
input [N-1: 0] D;
input clk, rst, load;
output reg [N-1: 0] Q;
always @(posedge clk or negedge rst) begin
   if(!rst)
        Q <= {N{1'b0}};
    else if(load)
        Q <= D;
end
endmodule
module shifter(data, shamt, shdir, outp);
input [7: 0] data;
input [2: 0] shamt;
input shdir;
output [7: 0] outp;
assign outp = (shdir)? (data >> shamt) : (data << shamt);
endmodule
module top(clk, rst, multiplicand, multiplier, product, cout);
input [7: 0] multiplicand;
input [3: 0] multiplier;
input clk, rst;
output [7: 0] product;
output cout;
wire [3: 0] ALUop;
wire [2: 0] to_cmp0, to_cmp1, Tshift_amount, shift_amount;
wire load, muxsel, shift_direction, out_enable;
CU CU1(clk, rst, load, muxsel, to_cmp0, to_cmp1, shift_direction, Tshift_amount, shift_amount, ALUop, out_enable);
DP DP1(clk, rst, load, muxsel, multiplicand, multiplier, product, to_cmp0, to_cmp1, out_enable, ALUop, shift_direction, Tshift_amount, shift_amount, Cout);
endmodule
### /design/flow/run.sh
#!/bin/bash
# OpenROAD 26Q1-2900-gdf79404cd8, Yosys 0.63+post, stock flow scripts
make -C /OpenROAD-flow-scripts/flow DESIGN_CONFIG=/design/flow/config.mk WORK_HOME=/design/flow/orfs finish
### /design/flow/config.mk
export PLATFORM = sky130hd
export DESIGN_NAME = top
export DESIGN_NICKNAME = top
export VERILOG_FILES = /design/flow/design.v
export SDC_FILE = /design/flow/constraint.sdc
export NUM_CORES = 4
export LEC_CHECK = 1
export CORE_AREA = 10 10 92 92
export DIE_AREA = 0 0 102 102
### /design/flow/constraint.sdc
current_design top

set clk_period 7.4
set clk_io_pct 0.2

create_clock -name clk0 -period $clk_period [get_ports {clk}]

set non_clock_inputs [all_inputs -no_clocks]
set_input_delay [expr $clk_period * $clk_io_pct] -clock clk0 $non_clock_inputs
set_output_delay [expr $clk_period * $clk_io_pct] -clock clk0 [all_outputs]
==> flow_metrics.tcl <==
# place-and-route summary
set metrics [dict create \
    vias_in_the_first_global_route 987 \
    cts-buffers-inserted 3 \
    die_area_um2 10400 \
    slew-limit-headroom_pct 63.1 \
    max-clock-path-buffers 2 \
    synthesis.yosys.warnings 5 \
    finalWorstPathRequiredPeriod_ns 7.19 \
    worst-r2r-setup-slack_ns 3.52 \
    drtPass1Iterations 4 \
    die-height_um 102 \
    power_switching_uw 54.7 \
    routedWlPerCell_um 10.7 \
    vdd.ir_drop.worst_mv 0.0589 \
    gp_congestion 0.797 \
    pin_count_of_the_biggest_net_entering_global_routing 17 \
    grt_util_all_layers_pct 4.95 \
    hp-class "flop to flop" \
    r2r-start "DP1.regP.Q[0]" \
    final_setup_skew_ns 0.00203 \
    timing.setup.critical_path_class "input port to output pin" \
    clockPowerShare_pct 26.6 \
    worstSetupEndpointType "output pin" \
    cts-htree-levels 1 \
    cp.required_ns 5.92 \
    pwr-share-seq_pct 33.5 \
    grt_first_pass_wirelength_um 4270 \
    clkLatencyLatePin_ns 0.23 \
    area.growth.synth_to_final_pct 29.5 \
    cellLeakagePower_nw 0.652 \
    crit-reg2reg-capture "DP1.regP.Q[7]" \
    warning_count 27 \
    synth_area_per_cell_um2 8.99 \
    share_comb_of_total_power_pct 40.0 \
    yosys.stat.chipArea_um2 1240 \
    tightestPinTransition_ns 0.553 \
    maxSlewViolCount 0 \
    synth.cell_area_um2 1240 \
    drive_above_1_share_pct 15.3 \
    design.portCount 23 \
    timing.critical_path.arrival_ns 5.71 \
    largest_fanout_on_the_critical_path 3 \
    startpoint "multiplicand[0]" \
    unclocked_regs 9 \
    max-cap-violations 0 \
    clk_transition_reported_paths_ns 0.04 \
    setup-violations-final 0 \
    tritoncts "yes" \
    vias 954 \
    layout_worst_path_cycle_share_pct 97.1 \
    ctsRootBufferMaster "clkbuf_8" \
    first_iter_violations 42 \
    unconstrained_endpoints 11 \
    grt_overflow_total 0 \
    place_hpwl_um 2140 \
    synth_cell_type_count 35 \
    numPortBuffers 21 \
    sw_frac_of_total_pct 27.3 \
    die_width_um 102 \
    ys_ff 19 \
    timing.fmax_mhz 139 \
    reg2regPathDepth 13 \
    core_area_um2 6460 \
    fp-utilization_pct 19.2 \
    worstSetupStartpointType "input port" \
    fin_ws_ns 0.213 \
    totalNegativeSetupSlack_ns 0 \
    worst_setup_path_endpoint "product[6]" \
    internal_power_uw 146 \
    row_count 29 \
    number_of_vias_per_cell 4.08 \
    power_density_nw_per_um2 125 \
    dpl_worst_slack_ns -0.783 \
    antenna_found_initial 0 \
    yosys-stat-cells 138 \
    post_detailed_route_drc_marker_count 0 \
    nFillCells 689 \
    remaining_antenna_violation_count 0 \
    drt-total-wl_um 2500 \
    synth_cells 138 \
    rsz0062_at_grt "no" \
    finalHoldViolations 0 \
    insertedDiodeCount 0 \
    outcome "complete, no violations" \
]
[flip-flops by register name, indices dropped and copies added, names as in the netlist]
signal and cells:
CU1.shift_amount 1, CU1.Tshift_amount 2, CU1.NS 2, DP1.regP.Q 8
CU1.ALUop 2, CU1.PS 2, CU1.muxsel 1, CU1.load 1
[cell type report]
| cell class | instances | area [um^2] | share of cell area (%) |
|---|---|---|---|
| tap | 77 | 96.3 | 6.00 |
| sequential | 19 | 385 | 24.0 |
| inverter | 15 | 56.3 | 3.51 |
| timing repair buffer | 25 | 235 | 14.7 |
| clock buffer | 3 | 41.3 | 2.57 |
| multi-input combinational | 95 | 791 | 49.3 |
[how the worst min path moves through the flow]
stage	cells after the start	startpoint	slack (ns)	to
4_1_cts	1	DP1.regP.Q[0]	0.56	DP1.regP.Q[0]
5_1_grt	1	DP1.regP.Q[0]	0.57	DP1.regP.Q[0]
6_report	1	DP1.regP.Q[0]	0.55	DP1.regP.Q[0]
[power by group through the flow]
stage                 Sequential, mW  Clock, mW  Combinational (mW)
after CTS                     0.0673     0.0552              0.0808
after global routing          0.0677     0.0595              0.0908
final                         0.0672     0.0533              0.0801
[stage by stage]
| step | std cells | hold slack (ns) | power, mW | util, % | instance area [um^2] |
|---|---|---|---|---|---|
| 5_1_grt | 234 | 0.567 | 0.218 | 24.9 | 1610 |
| 2_1_floorplan | 138 | 0.502 | 0.0995 | - | 1240 |
| 4_1_cts | 234 | 0.558 | 0.203 | 24.8 | 1600 |
| 6_report | 234 | 0.553 | 0.201 | 24.9 | 1610 |
| 3_3_place_gp | 231 | 0.543 | 0.146 | 23.7 | 1530 |
| 3_5_place_dp | 231 | 0.548 | 0.146 | 23.7 | 1530 |
[per-layer routing]
| layer | global-route usage, % | vias up | share of wire (%) |
|---|---|---|---|
| met5 | 0 | - | 0 |
| li1 | - | 496 | - |
| met4 | 0.217 | 0 | 0 |
| met2 | 8.69 | 14 | 49 |
| met3 | 1.70 | 0 | 5.4 |
| met1 | 6.04 | 444 | 46 |
[kinds of logic after synthesis]
group           after synthesis  share of synthesized area [%]
flops                        10                           20.2
fa+ha+maj                    10                           14.3
simple gates                 41                           17.0
buf+inv                      24                           8.38
latches                       9                           10.9
compound gates               22                           11.2
mux                          21                           17.8
other cells                   1                          0.302
[critical path, cell delays in order]
cell	delay [ns]
clkdlybuf4s50_1	0.49
nor4b_4	0.22
mux2_4	0.20
fa_1	0.16
inv_1	0.05
fa_2	0.34
fa_2	0.40
fa_2	0.35
fa_2	0.35
fa_2	0.36
fa_2	0.47
buf_4	0.15
mux2i_2	0.17
clkdlybuf4s50_1	0.51
[placed cells by master (no fill, tap or decap), drive strengths merged]
cell type,count
nor3b,1
a22o,1
ha,3
conb,1
mux2i,16
o21ai,10
dlxtn,9
buf,5
inv,15
mux2,5
a22oi,2
fa,7
clkbuf,3
a21oi,6
nor3,6
o22ai,2
nor4b,2
and3,1
nor2b,1
clkdlybuf4s50,20
or2b,2
nor4,1
nand2,12
a21boi,1
and2,3
nor2,9
dfrtp,10
or3b,1
nand2b,2
[what timing repair did]
item	in CTS	in global routing
hold buffers	0	0
pin swaps	4	7
gates resized	10	5
setup endpoints to repair	2	2
buffers inserted	0	0
[cell usage after synthesis]
cell type	n	area (um^2)
mux2i_1	16	160
inv_1	15	56.3
nand2_1	12	45.0
dfrtp_1	10	250
dlxtn_1	9	135
nor2_1	9	33.8
o21ai_0	9	45.0
fa_1	7	140
nor3_1	6	30.0
a21oi_1	5	25.0
and2_1	3	18.8
clkbuf_1	3	11.3
ha_1	3	37.5
mux2_2	3	33.8
a22oi_1	2	15.0
buf_1	2	7.51
buf_2	2	10.0
nand2b_1	2	12.5
nor4b_1	2	17.5
o22ai_1	2	12.5
or2b_2	2	17.5
a21boi_4	1	18.8
a21oi_2	1	8.76
a22o_1	1	8.76
and3_1	1	6.26
buf_4	1	7.51
buf_6	1	11.3
conb_1	1	3.75
mux2_1	1	11.3
mux2_4	1	15.0
nor2b_1	1	6.26
nor3b_1	1	7.51
nor4_1	1	6.26
o21ai_1	1	5.00
or3b_1	1	8.76
Power is estimated from default activity; no workload was simulated.
